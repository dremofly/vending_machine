===== ./run.sh =====
#!/bin/bash
# OpenROAD 26Q1-2900-gdf79404cd8, Yosys 0.63+post, stock flow scripts
make -C /OpenROAD-flow-scripts/flow DESIGN_CONFIG=/design/flow/config.mk WORK_HOME=/design/flow/orfs finish

===== ./config.mk =====
export PLATFORM = sky130hd
export DESIGN_NAME = VENDING_MACHINE
export DESIGN_NICKNAME = VENDING_MACHINE
export VERILOG_FILES = /design/flow/design.v
export SDC_FILE = /design/flow/constraint.sdc
export NUM_CORES = 4
export LEC_CHECK = 1
export CORE_UTILIZATION = 50

===== ./constraint.sdc =====
current_design VENDING_MACHINE

set clk_period 5.1
set clk_io_pct 0.2

create_clock -name clk0 -period $clk_period [get_ports {CLK}]

set non_clock_inputs [all_inputs -no_clocks]
set_input_delay [expr $clk_period * $clk_io_pct] -clock clk0 $non_clock_inputs
set_output_delay [expr $clk_period * $clk_io_pct] -clock clk0 [all_outputs]

===== ./design.v =====
`timescale 1 ns / 100ps
module  DeBounce 
	(
	input 			clk, n_reset, button_in,				 
	output  reg	DB_out													 
	);
	parameter N = 21 ;		 
	reg  [N-1 : 0]	q_reg;							 
	reg  [N-1 : 0]	q_next;
	reg DFF1, DFF2;									 
	wire q_add;											 
	wire q_reset;
	assign q_reset = (DFF1  ^ DFF2);		 
	assign  q_add = ~(q_reg[N-1]);			 
	always @ ( q_reset, q_add, q_reg)
		begin
			case( {q_reset , q_add})
				2'b00 :
						q_next <= q_reg;
				2'b01 :
						q_next <= q_reg + 1;
				default :
						q_next <= { N {1'b0} };
			endcase 	
		end
	always @ ( posedge clk )
		begin
			if(n_reset ==  1'b1)
				begin
					DFF1 <= 1'b0;
					DFF2 <= 1'b0;
					q_reg <= { N {1'b0} };
				end
			else
				begin
					DFF1 <= button_in;
					DFF2 <= DFF1;
					q_reg <= q_next;
				end
		end
	always @ ( posedge clk )
		begin
			if(q_reg[N-1] == 1'b1)
					DB_out <= DFF2;
			else
					DB_out <= DB_out;
		end
	endmodule
`timescale 1ns / 100ps
module VENDING_MACHINE(
    input Enable,
	input RST,
	input OneDollar,
	input FiftyCents,
	input TenCents,
	input FiveCents,
	input CLK,
	output reg Rel,
	output OneDollar_d,
	output FiftyCents_d,
	output TenCents_d,
	output FiveCents_d
    );
    reg[6:0] acc_coin = 0;
    reg[6:0]  tmp = 0;
	localparam[1:0] INIT = 2'd0,
				WAIT_COIN = 2'd1,
				RELEASE_ITEM = 2'd2;
	reg[1:0]  CURR_STATE, NEXT_STATE;
        wire [3:0] INSERT;    
	reg [3:0] PRE_INSERT = 0;     
	DeBounce u1(.clk(CLK), .n_reset(RSST),.button_in(OneDollar),  .DB_out(OneDollar_d));
	DeBounce u2(.clk(CLK), .n_reset(RST), .button_in(FiftyCents), .DB_out(FiftyCents_d));
	DeBounce u3(.clk(CLK), .n_reset(RST), .button_in(TenCents),   .DB_out(TenCents_d));
	DeBounce u4(.clk(CLK), .n_reset(RST), .button_in(FiveCents),  .DB_out(FiveCents_d));
	assign INSERT = {OneDollar_d, FiftyCents_d, TenCents_d, FiveCents_d};
	always @(posedge CLK)
	if(RST)
		CURR_STATE <= INIT;
	else
		CURR_STATE <= NEXT_STATE;
	always @(CURR_STATE, acc_coin, INSERT)begin
		case(CURR_STATE)
			INIT:begin
				if(Enable==1'b1)
					NEXT_STATE <= WAIT_COIN;
				else
					NEXT_STATE <= CURR_STATE;
			end
			WAIT_COIN:begin
                if(acc_coin >= 125)
					NEXT_STATE <= RELEASE_ITEM;
				else
					NEXT_STATE <= CURR_STATE;
			end
			RELEASE_ITEM:begin
				NEXT_STATE <= WAIT_COIN;
			end
		endcase
	end
	always@(posedge CLK)begin
	   if(CURR_STATE == INIT)begin
	       acc_coin = 0;
	       Rel = 0;
	       PRE_INSERT = 0;
	   end
		else if(CURR_STATE == WAIT_COIN)begin
		  if(INSERT != PRE_INSERT)begin
		      case(INSERT)
		          4'b0000:begin
		              PRE_INSERT = 0;
		          end
		          4'b0001:begin
		              acc_coin = acc_coin + 5;
		              PRE_INSERT = INSERT;
		              end
		         4'b0010:begin
		              acc_coin = acc_coin + 10;
		              PRE_INSERT = INSERT;
		         end
		         4'b0100:begin
		              acc_coin = acc_coin + 50;
		              PRE_INSERT = INSERT;
		         end
		         4'b1000:begin
		              acc_coin = acc_coin + 100;
		              PRE_INSERT = INSERT;
		         end
		      endcase
		  end
		  else
		      PRE_INSERT = PRE_INSERT;
		end
		else if(CURR_STATE == RELEASE_ITEM)begin
			acc_coin <= acc_coin - 125;
			Rel <= 1'b1;
		end
	end
endmodule

==> flow_summary.toml <==
# flow metrics
[drt]
routed-via-count = 3436
dr.pass1.iters = 4
drt_iter0_drc = 95
drc = 0
diodes = 0
wl_um = 8092
via_per_inst = 5.437
wl_per_cell_um = 12.80
drt.antenna.violating_nets = 0

[global_route]
grt_overflow = 0
antenna_found_initial = 0
grt_pass1_wl_um = 13770
gr-usage-all-layers_pct = 19.15
first_global_vias = 3045
grt_max_degree = 22

[status]
status = "finished clean"

[clocking]
cts_setup_buffers = 0
cts_resized = 0
h-tree-depth = 3
clk_pin_slew_ns = 0.08
cts_buffer_depth = 2
numCtsBuffers = 9
clock_latency_ns = 0.35
ctsRootBufferMaster = "clkbuf_8"
cts_tree = "done"
hold_buffers = 0

[worst_setup_path]
worstReg2RegEnd = "acc_coin[6]"
slowest_delay_ns = 0.81
path_max_fanout = 21
critPathSlowestCell = "edfxtp_1"
cp-startpoint = "u2.DB_out"
timing.rr.start = "u2.DB_out"
path_class = "flip-flop to output pin"
cp.arrival_ns = 1.74
critPathTopFamily = "flip-flops"
path_depth = 1
startpoint_type = "flip-flop"
end_kind = "output pin"
critPathBufInv = 1
reg2regPathDepth = 5
crit_path_cell_trace = "clkdlybuf4s50_1"
crit_required_ns = 4.08
critPathCapture = "FiftyCents_d"
rrSetupSlack_ns = 2.65

[run]
maxCapViolations = 0
tool_warnings = 34

[synthesis]
ys_warn_count = 4
ys.flops = 87
yosys_area_um2 = 4413
syn_area_um2 = 4413
syn_inst = 525
synthFlopType = "dfxtp_1"
synthArstFlopShare_pct = 0
edf_count = 3
synth.distinct_cells = 56
ys_cells = 525
syn_area_per_cell_um2 = 8.406

[finish]
utilization_pct = 56.25
area_delta_synth_final_pct = 6.833
drive_gt1_share_pct = 4.175
fill_cells = 760

[power_and_ir_drop]
leakage_nw = 1.638
power_density_nw_per_um2 = 248.1
p_int_uw = 876.9
pwr-share-comb_pct = 4.0
p_clk_share_pct = 37.6
seqPwrFrac_pct = 58.4
peakVddDrop_v = 0.0001489
switching_share_pct = 25.04
power_switching_uw = 292.9

[die]
chipArea_um2 = 9205
rows = 33
die_w_um = 95.95
initial_utilization_pct = 52.65
fp.coreArea_um2 = 8382
pin_count = 12
die_y_um = 95.95

[timing]
hold_violations = 0
finalCritPeriodShare_pct = 54.16
tns_ns = 0
rsz0062_at_grt = "false"
untimed_endpoints = 2
fmax_mhz = 362.1
fin_skew_ns = 0.01232
setup-violations-final = 0
slew_headroom_pct = 46.47
unclocked_pins = 2
tightest_slew_ns = 0.8030
min_period_ns = 2.762
drv_slew = 0

[placement]
io_buffers = 9
dp_hpwl_um = 5412
finalWeightedCongestion = 0.8666

[min_path]
worstHoldStart = "u3.DFF2"
hold_path_class = "flip-flop to flip-flop"
power by group through the flow:
stage	Combinational, mW	Clock [mW]	Sequential [mW]
6_report	0.0469	0.440	0.683
5_1_grt	0.0539	0.487	0.684
4_1_cts	0.0477	0.462	0.683
placed cells by master (no fill, tap or decap), types with 4 or more instances in the layout:
cell	count
xnor2_1	29
nand3_1	25
a21oi_1	23
nor2_1	78
clkbuf_8	9
dfxtp_1	82
clkdlybuf4s50_1	9
nand4_1	14
and2_1	5
or4_1	4
nand2_1	32
inv_1	16
o21ai_1	12
nor2b_1	14
nand2b_1	7
and3_1	5
ha_1	18
and4_1	6
nor4_1	6
xor2_1	35
or3_1	9
nor3_1	16
o21ai_0	16
Yosys cell counts (14+ instances only):
| cell | number | area share (%) |
|---|---|---|
| a21oi_1 | 23 | 2.6 |
| clkbuf_1 | 20 | 1.7 |
| dfxtp_1 | 82 | 37 |
| ha_1 | 18 | 5.1 |
| inv_1 | 16 | 1.4 |
| nand2_1 | 32 | 2.7 |
| nand3_1 | 25 | 2.8 |
| nand4_1 | 14 | 2.0 |
| nor2_1 | 78 | 6.6 |
| nor2b_1 | 14 | 2.0 |
| nor3_1 | 16 | 1.8 |
| o21ai_0 | 16 | 1.8 |
| xnor2_1 | 29 | 5.8 |
| xor2_1 | 35 | 6.9 |
cells by family (layout without fill, tap and decap cells):
kind of cell | after synthesis | count (layout) | synth area share (%)
simple gates | 231 | 231 | 26.25
flops | 85 | 85 | 39.24
compound gates | 79 | 79 | 11.23
xor+xnor | 64 | 64 | 12.70
buf+inv | 41 | 43 | 3.771
fa+ha+maj | 18 | 18 | 5.104
mux | 4 | 4 | 0.9356
latches | 2 | 2 | 0.6805
other cells | 1 | 1 | 0.08498
metrics by stage:
stage | hold WS [ns] | power, mW | worst slack, ns | instance area, um^2 | std cells
detailed placement | 0.4384 | 0.7452 | 2.393 | 4536 | 616
global placement | 0.4328 | 0.7442 | 2.421 | 4536 | 616
CTS | 0.4607 | 1.192 | 2.322 | 4715 | 632
finish | 0.4562 | 1.170 | 2.338 | 4715 | 632
global route | 0.4723 | 1.225 | 2.243 | 4715 | 632
floorplan | 0.4161 | 0.7331 | 2.891 | 4413 | 525
how the worst min path moves through the flow:
| stage | endpoint | cells after the start |
|---|---|---|
| after CTS | u4.DB_out | 0 |
| after global routing | u4.DB_out | 0 |
| final | u3.DB_out | 0 |
routing by layer:
metal	wire, um	up-vias	global-route usage (%)
li1	-	1811	-
met1	4250	1571	29.89
met2	3442	39	29.29
met3	254	15	2.892
met4	145	0	3.607
met5	0	-	0
area by class of cell:
cell class	instances	area [um^2]	share of cell area [%]
Clock inverter	7	55.05	1.168
Clock buffer	9	123.9	2.627
Sequential cell	87	1762	37.37
Inverter	18	67.56	1.433
Timing Repair Buffer	9	90.09	1.911
Multi-Input combinational cell	397	2485	52.71
Tap cell	105	131.4	2.787
No activity file was given, so power comes from the tool's default toggle rates.
